**/design/flow/design.v**
```verilog
`timescale 1ns/1ps
module frequency_scaling (
    input  clk_50M,
    output reg clk_3125KHz
);
    initial begin
        clk_3125KHz = 0;
    end
    reg [3:0] div_counter = 4'b0000;
    always @(posedge clk_50M) begin
        if (div_counter == 4'b1111) begin
            div_counter <= 0;
        end
        else begin
            div_counter <= div_counter + 1'b1;
        end
        if (div_counter > 4'b0111) begin
            clk_3125KHz <= 1'b0;
        end
        else begin
            clk_3125KHz <= 1'b1;
        end
    end
endmodule
`timescale 1ns/1ps
module pwm_generator(
    input        clk_3125KHz,
    input  [3:0] duty_cycle,
    output reg   clk_195KHz,
    output reg   pwm_signal
);
    initial begin
        clk_195KHz = 0;
        pwm_signal = 1;
    end
    reg [3:0] div_counter = 4'b0000;
    always @(posedge clk_3125KHz) begin
        if (div_counter >= duty_cycle) begin
            pwm_signal <= 1'b0;
        end else begin
            pwm_signal <= 1'b1;
        end
        if (div_counter == 4'b1111) begin
            div_counter <= 0;
        end else begin
            div_counter <= div_counter + 1'b1;
        end
        if (div_counter > 4'b0111) begin
            clk_195KHz <= 1'b0;
        end else begin
            clk_195KHz <= 1'b1;
        end
    end
endmodule
module t1a_fs_pwm_bdf(
	clk_50M,
	duty_cycle,
	pwm_signal,
	clk_195KHz,
	clk_3125KHz
);
	input wire	clk_50M;
	input wire	[3:0] duty_cycle;
	output wire	pwm_signal;
	output wire	clk_195KHz;
	output wire	clk_3125KHz;
	wire	SYNTHESIZED_WIRE_0;
	assign	clk_3125KHz = SYNTHESIZED_WIRE_0;
	frequency_scaling	b2v_inst(
		.clk_50M(clk_50M),
		.clk_3125KHz(SYNTHESIZED_WIRE_0));
	pwm_generator	b2v_inst1(
		.clk_3125KHz(SYNTHESIZED_WIRE_0),
		.duty_cycle(duty_cycle),
		.clk_195KHz(clk_195KHz),
		.pwm_signal(pwm_signal));
endmodule
```
**/design/flow/run.sh**
```bash
#!/bin/bash
# OpenROAD 26Q1-2900-gdf79404cd8, Yosys 0.63+post, stock flow scripts
make -C /OpenROAD-flow-scripts/flow DESIGN_CONFIG=/design/flow/config.mk WORK_HOME=/design/flow/orfs finish
```
**/design/flow/config.mk**
```make
export PLATFORM = sky130hd
export DESIGN_NAME = t1a_fs_pwm_bdf
export DESIGN_NICKNAME = t1a_fs_pwm_bdf
export VERILOG_FILES = /design/flow/design.v
export SDC_FILE = /design/flow/constraint.sdc
export NUM_CORES = 4
export LEC_CHECK = 1
export CORE_AREA = 10 10 70 70
export DIE_AREA = 0 0 80 80
```
**/design/flow/constraint.sdc**
```tcl
current_design t1a_fs_pwm_bdf

set clk_period 1.5
set clk_io_pct 0.2

create_clock -name clk0 -period $clk_period [get_ports {clk_50M}]

set non_clock_inputs [all_inputs -no_clocks]
set_input_delay [expr $clk_period * $clk_io_pct] -clock clk0 $non_clock_inputs
set_output_delay [expr $clk_period * $clk_io_pct] -clock clk0 [all_outputs]
```
==> reports/results.ini <==
[outcome]
run_status = finished, final reports clean

[yosys]
synth_warnings = 2
numSynthFlops = 11
ys_types = 13
syn_inst = 42
ys_cells = 42
syn_area_per_cell_um2 = 10.81
synth_seq_share_pct = 48.48
syn_area_um2 = 454.2
synth_chip_area_um2 = 454.2

[min_path]
min_path_cells = 1
hold_path.class = register to register
hold_end = b2v_inst.clk_3125KHz
min_from = b2v_inst.div_counter[3]

[floorplanning]
pin_count = 8
row_count = 21
initCoreUtil_pct = 13.30
die_w_um = 80
die_y_um = 80
core_area_um2 = 3416
die-area_um2 = 6400

[worst_setup_path]
rrSetupSlack_ns = 0.52
crit_fanout = 7
r2r_start = b2v_inst.div_counter[0]
reg2reg_to = b2v_inst.div_counter[3]
crit_buf_inv = 1
crit_path_cell_trace = clkdlybuf4s50_1
end_kind = output pin
critPathLaunchType = register
crit_required_ns = 1.20
r2r_cells = 3
crit_slowest_cell = clkdlybuf4s50_1
cp.arrival_ns = 1.07
slowest_delay_ns = 0.48
path_class = register to output pin
critical-path-top-delay-family = buffers and inverters

[clocking]
cts_made_buffers = 3
clock_latency_ns = 0.24
cts_hold_buf = 0
clock_path_buffers = 2
clk_pin_slew_ns = 0.04
htree_levels = 1
postCtsSetupRepairBufs = 0
cts_root_buffer = clkbuf_4
cts_tree = built

[finish]
layout_top_cells = dfxtp_1, inv_1, clkdlybuf4s50_1
final_area_um2 = 609.3
syn_to_final_growth_pct = 34.16
post-route-util_pct = 17.84
drive_gt1_share_pct = 11.32
final_cell_count_no_fill = 99
lay_top_count = dfxtp_1

[routing]
vias = 323
drt_pass1_iterations = 2
ant_nets = 0
wl_per_cell_um = 7.394
n_antenna_cell = 0
drc = 0
via_per_inst = 3.263
first_iter_violations = 10
wl_um = 732

[timing]
unclocked_pins = 6
worst_slew_pin_slew_ns = 0.2362
setup_tns_ns = 0
unconstrained_endpoints = 8
clock_skew_ns = 0.003753
finalSetupViolCount = 0
finalClockPeriodUsage_pct = 91.65
clock.fmax_ghz = 0.7274
max-slew-margin-rel_pct = 84.22
slew_viol_final = 0
rsz0062_at_grt = no
hold_viol_final = 0
period_minus_slack_ns = 1.375

[power]
total_power_w = 0.0003042
powerDensity_nw_per_um2 = 499.3
p_leak_nw = 0.2759
peakVddDrop_v = 0.0002774

[global_routing]
antenna_found_initial = 0
grt_pass1_wl_um = 1193
grtUsageTotal_pct = 2.329
grt_pass1_vias = 286
grt_max_degree = 8
overflow = 0

[placement]
gp_congestion = 0.6699
hpwlAfterDp_um = 596.7
dp_cells = 95
placement.cell_area_um2 = 581.8
io_buffers = 7

[job]
warnings = 25
maxCapViolCount = 0

## synth_stat cells
| cell | number | area (um2) |
|---|---|---|
| a31oi_1 | 6 | 37.54 |
| dfxtp_1 | 11 | 220.2 |
| a41o_1 | 1 | 10.01 |
| nand2b_4 | 1 | 13.76 |
| a21o_1 | 2 | 15.01 |
| inv_1 | 8 | 30.03 |
| a21oi_1 | 1 | 5.000 |
| nor2_1 | 1 | 3.750 |
| a2111oi_2 | 1 | 15.01 |
| xor2_1 | 2 | 17.52 |
| or3_1 | 1 | 6.260 |
| ha_1 | 6 | 75.07 |
| nor3_1 | 1 | 5.000 |
## state kept, by name, summed over array words and instances (netlist names)
signal                 flops
b2v_inst1.pwm_signal       1
b2v_inst.clk_3125KHz       1
b2v_inst1.div_counter      4
b2v_inst1.clk_195KHz       1
b2v_inst.div_counter       4
## cells by family (layout without fill, tap and decap cells)
kind of cell | count (synthesis) | after routing | share of synthesized area (%)
flops | 11 | 11 | 48.48
simple gates | 4 | 4 | 6.334
buf+inv | 8 | 19 | 6.612
xor+xnor | 2 | 2 | 3.857
compound gates | 11 | 11 | 18.18
fa+ha+maj | 6 | 6 | 16.53
## where the power goes
part	internal (W)	total, W	switching (W)	leakage (nW)
logic	0.0000150	0.0000202	0.00000522	0.172
clock network	0.000100	0.000151	0.0000502	0.0150
registers	0.000134	0.000134	0	0.0893
total	0.000249	0.000304	0.0000555	0.276
## how the worst max path moves through the flow
stage,from,endpoint,cells past startpoint
finish,b2v_inst.clk_3125KHz,clk_3125KHz,1
global route,b2v_inst.clk_3125KHz,clk_3125KHz,1
CTS,b2v_inst.clk_3125KHz,clk_3125KHz,1
## metal layers
metal	wire length, um	global-route usage [%]
met5	0	0
met3	105	2.273
met2	264	3.291
met1	362	2.502
met4	0	0.3521
## stage by stage
| stage | setup slack (ns) | hold WS, ns |
|---|---|---|
| floorplan | 0.5971 | 0.3910 |
| global placement | 0.3206 | 0.4025 |
| detailed placement | 0.3093 | 0.4150 |
| CTS | 0.04461 | 0.4271 |
| global route | 0.06156 | 0.4557 |
| finish | 0.1253 | 0.4282 |
## layout make-up
class                      instances  area [um2]
clock buffer                       4       26.28
fill                             379        2806
inverter                           8       30.03
multi-input combinational         23       203.9
sequential                        11       221.5
tap                               46       57.56
timing repair buffer               7       70.07
## worst reg2reg max path: stages (launching register included)
cell,delay (ns)
dfxtp_1,0.33
ha_1,0.26
a21o_1,0.17
a31oi_1,0.15
## what timing repair did
item	CTS	global route
endpoints found under the hold margin	0	0
gates resized	0	1
endpoints found under the setup margin	0	1
Power and IR drop assume default switching activity.
